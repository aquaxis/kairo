$ cat flow/config.mk
export PLATFORM = sky130hd
export DESIGN_NAME = apb_plic
export DESIGN_NICKNAME = apb_plic
export VERILOG_FILES = /design/flow/design.v
export SDC_FILE = /design/flow/constraint.sdc
export NUM_CORES = 4
export LEC_CHECK = 1
export CORE_UTILIZATION = 30
export SYNTH_HDL_FRONTEND = slang
$ cat flow/constraint.sdc
current_design apb_plic

set clk_period 8.4
set clk_io_pct 0.2

create_clock -name clk0 -period $clk_period [get_ports {CLK}]

set non_clock_inputs [all_inputs -no_clocks]
set_input_delay [expr $clk_period * $clk_io_pct] -clock clk0 $non_clock_inputs
set_output_delay [expr $clk_period * $clk_io_pct] -clock clk0 [all_outputs]
$ cat flow/design.v
`default_nettype none
module apb_plic (
    input  wire        RST_N,
    input  wire        CLK,
    input  wire        S_APB_PSEL,
    input  wire        S_APB_PENABLE,
    input  wire        S_APB_PWRITE,
    output wire        S_APB_PREADY,
    input  wire [15:0] S_APB_PADDR,
    input  wire [31:0] S_APB_PWDATA,
    output wire [31:0] S_APB_PRDATA,
    output wire        S_APB_PSLVERR,
    input  wire [31:0] INT_IN,
    output wire        INTERRUPT
);
  localparam A_STAT = 16'h0000;
  localparam A_MASK = 16'h0004;
  localparam A_SET = 16'h0008;
  localparam A_SIG = 16'h000C;
  localparam A_FLIP = 16'h001C;
  wire wr_ena, rd_ena, wr_ack, rd_ack;
  reg rd_ena_d;
  reg [31:0] reg_rdata;
  assign wr_ena = (S_APB_PSEL & S_APB_PENABLE & S_APB_PWRITE) ? 1'b1 : 1'b0;
  assign rd_ena = (S_APB_PSEL & S_APB_PENABLE & ~S_APB_PWRITE) ? 1'b1 : 1'b0;
  assign wr_ack = wr_ena;
  assign rd_ack = rd_ena_d & rd_ena;
  reg [31:0] reg_int, reg_mask, reg_flip;
  always @(posedge CLK) begin
    if (!RST_N) begin
      reg_mask <= 0;
      reg_flip <= 0;
    end else begin
      if (wr_ena) begin
        case (S_APB_PADDR[15:0] & 16'hFFFC)
          A_MASK: reg_mask <= S_APB_PWDATA;
          A_FLIP: reg_flip <= S_APB_PWDATA;
          default: begin
          end
        endcase
      end
    end
  end
  generate
    for (genvar i = 0; i < 32; i = i + 1) begin
      always @(posedge CLK) begin
        if (!RST_N) begin
          reg_int[i] <= 0;
        end else begin
          if (INT_IN[i] ^ reg_flip[i]) begin
            reg_int[i] <= 1'b1;
          end else if(wr_ena && ((S_APB_PADDR[15:0] & 16'hFFFC) == A_STAT) && S_APB_PWDATA[i]) begin
            reg_int[i] <= 1'b0;
          end else if (wr_ena && ((S_APB_PADDR[15:0] & 16'hFFFC) == A_SET)) begin
            reg_int[i] <= S_APB_PWDATA[i];
          end
        end
      end
    end
  endgenerate
  always @(posedge CLK) begin
    if (!RST_N) begin
      rd_ena_d        <= 1'b0;
      reg_rdata[31:0] <= 32'd0;
    end else begin
      rd_ena_d <= rd_ena & ~rd_ack;
      case (S_APB_PADDR[15:0] & 16'hFFFC)
        A_STAT:  reg_rdata[31:0] <= reg_int;
        A_MASK:  reg_rdata[31:0] <= reg_mask;
        A_SIG:   reg_rdata[31:0] <= INT_IN;
        A_FLIP:  reg_rdata[31:0] <= reg_flip;
        default: reg_rdata[31:0] <= 32'd0;
      endcase
    end
  end
  assign S_APB_PREADY       = (wr_ack | rd_ack);
  assign S_APB_PRDATA[31:0] = (rd_ack) ? reg_rdata[31:0] : 32'd0;
  assign S_APB_PSLVERR      = 1'b0;
  assign INTERRUPT          = ((reg_int & reg_mask) != 0) ? 1'b1 : 1'b0;
endmodule
`default_nettype wire
$ cat flow/run.sh
#!/bin/bash
# OpenROAD 26Q1-2900-gdf79404cd8, Yosys 0.63+post, stock flow scripts
make -C /OpenROAD-flow-scripts/flow DESIGN_CONFIG=/design/flow/config.mk WORK_HOME=/design/flow/orfs finish
==> summary.txt <==
flow finished, numbers: status finished, final reports clean, fmax 196.9 MHz, overall power 0.001478 W, P&R area growth vs syn 26.76%, Setup crit start kind primary input, area share, top type between 30 and 40%, Post-CTS Hold Buffers 0, Place WS 3284 ps, Syn Inst Count 787, Slew @ Worst Pin ~890 ps, largest net degree at the start of global routing just over 70, sequential cell fraction of total power 42.8%, Placement Rows between 50 and 60, Post-CTS Setup Bufs 0, P_sw 0.0003375 W, final hold viol count 0, initial antenna violation count 1, share of layout cells above drive strength 1 under 10%, kind of critical path in -> out, die height 152.7 um, Ys Warns 0, RSZ-0062 raised after global routing false, Post-Route WL 21.57 mm, Post-synth ARST share 0%, ys cells 787, total grt overflow 0, Netlist cell types 38, worst-case clock buffer depth 2, I/O pins 120, DRT Pass-1 Iters 18, Vias 6,078, ANT nets after route 0, Total GRT Usage 18.94%, vias in the first global route about 6,000, CTS tree done, H-tree lvl count 4, setup tns final 0 ps, switching share of total power 22.84%, first-pass GRT wire length 33.86 mm, Worst EP arrival approximately 3400 ps, CP Max Fanout 32, Worst VDD drop 105.2 uV, r2r setup slk 7360 ps, post-synthesis average cell area 8.661 um2, Setup-failing EPs final 0, Die X about 150 um, chip area around 23,000 um2, Max Slew Vio Count 0, Iter 0 DRT Violations 354, Most common reg cell dfxtp_1, clock slew at reported path FFs roughly 60 ps, Layout fillers between 2,000 and 2,500, Clk pwr share 48.2%, power per cell area ~170 nW/um2, Lkg Pwr about 3.1 nW, max cap viols 0, Latency at later pin 410 ps, area reported by Yosys stat 6817 um2, clock root buffer clkbuf_16, clock skew 6.267 ps, period utilization roughly 60%, Synth area leader dfxtp_1, vias per inst about 5.3, critical path required time 6720 ps, Post-CTS Resized 0, DRC 0, CTS buffer count 17, Main area contributors dfxtp_1 (38%), mux2i_1 (15%), nand2_1 (7.0%), internal power 0.001140 W, CORE AREA 22,030 um2, dpl hpwl 12.72 mm, Synth Seq Share between 30% and 40%, post-route minimum period 5079 ps, number of enable flip-flop cells 0, Max-Slew Margin vs Limit 40.54%, clock sinks 129, combinational share of power under 10%, tool warning count 27, Netlist Area Pre-Place between 6000 and 7000 um2, setup ws final 3321 ps, synthesized flop and latch total ~130, Placer Congestion between 0.8 and 0.9, average wire per standard cell 18.64 um, Setup crit end kind primary output, Init Core Util 30.95%, Port Buffers approximately 120, Hold Path Class reg -> reg
final cells by class:
type / instances / area (um2) / area share (%)
diodes: 1 / 2.502 / 0.02896
clock buffers: 22 / 474.2 / 5.488
clock inverters: 7 / 85.08 / 0.9847
inverters: 28 / 105.1 / 1.216
multi-input cells: 558 / 3772 / 43.66
flip-flops and latches: 129 / 2582 / 29.89
well taps: 280 / 350.3 / 4.054
repair buffers: 132 / 1269 / 14.68
power groups by stage:
stage / combinational, W / clock (W) / sequential (W)
4_1_cts: 0.000134 / 0.000726 / 0.000632
5_1_grt: 0.000145 / 0.000755 / 0.000633
6_report: 0.000134 / 0.000712 / 0.000632
Yosys cell counts, types with 2 or more instances:
| cell | count |
|---|---|
| or4_1 | 2 |
| a21oi_1 | 27 |
| buf_2 | 15 |
| buf_4 | 5 |
| and3_1 | 3 |
| a41oi_1 | 32 |
| nand3_1 | 29 |
| nand4_1 | 5 |
| dfxtp_1 | 129 |
| o31ai_1 | 32 |
| buf_12 | 3 |
| inv_1 | 28 |
| xor2_1 | 32 |
| clkbuf_1 | 47 |
| nand2_1 | 127 |
| and2_1 | 33 |
| a22oi_1 | 16 |
| o32ai_1 | 26 |
| mux2i_1 | 101 |
| nor2_1 | 42 |
| a21boi_0 | 32 |
| o32a_1 | 5 |
worst max-delay path, cell delays in order:
cell	delay, ps
clkdlybuf4s50_1	460
nand2_1	100
nor3b_2	160
buf_4	340
and2_1	180
clkdlybuf4s50_1	470
final timing paths:
kind / from / to / depth (start not counted)
max: S_APB_PSEL / S_APB_PRDATA[11] / 6
min: reg_mask[25] / reg_mask[25] / 2
max reg2reg: reg_flip[8] / reg_rdata[8] / 3
min reg2reg: reg_mask[25] / reg_mask[25] / 2
sequential cells by signal, summed over array words and instances, names as in the netlist:
| signal | flops |
|---|---|
| reg_rdata | 32 |
| reg_flip | 32 |
| reg_int | 32 |
| rd_ena_d | 1 |
| reg_mask | 32 |
per-layer routing:
| layer | wire (um) | vias to the layer above | global-route usage, % |
|---|---|---|---|
| met4 | 320 | 0 | 3.319 |
| met3 | 1317 | 22 | 3.680 |
| met5 | 0 | - | 0 |
| met1 | 9805 | 2888 | 26.97 |
| li1 | - | 2963 | - |
| met2 | 10120 | 205 | 30.56 |
placed cells by master, fill, tap and decap left out, types with 2 or more instances in the layout:
cell type	instances
clkbuf_16	17
o32ai_1	26
mux2i_1	101
clkbuf_8	3
a21oi_1	27
clkbuf_1	2
clkinv_2	5
a22oi_1	16
nand4_1	5
inv_1	28
buf_2	2
a41oi_1	32
nand3_1	29
o32a_1	5
nand2_1	127
o31ai_1	32
a21boi_0	32
dfxtp_1	129
bufinv_16	2
clkdlybuf4s50_1	113
or4_1	2
and2_1	33
and3_2	2
buf_4	17
xor2_1	32
nor2_1	42
cells by family after synthesis:
family	Yosys count	synth area share, %
AND/OR/NAND/NOR	252	17.02
AND-OR/OR-AND	171	19.05
flip-flops	129	37.89
multiplexers	102	15.00
buffers and inverters	100	6.883
XOR/XNOR	32	4.112
other	1	0.05501
stage by stage:
stage / hold WS, ps / std cells / utilization [%] / area [um2]
global route: 484.2 / 1156 / 39.22 / 8638
finish: 473.1 / 1157 / 39.23 / 8641
global placement: 457.8 / 1127 / 36.68 / 8079
CTS: 473.3 / 1156 / 39.22 / 8638
detailed placement: 464.9 / 1127 / 36.68 / 8079
floorplan: 444.3 / 787 / - / 6817
Power is estimated from default activity; no workload was simulated.
