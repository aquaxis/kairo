**config.mk**
```make
export PLATFORM = sky130hd
export DESIGN_NAME = kairo_div
export DESIGN_NICKNAME = kairo_div
export VERILOG_FILES = /design/flow/design.v
export SDC_FILE = /design/flow/constraint.sdc
export NUM_CORES = 4
export LEC_CHECK = 1
export CORE_UTILIZATION = 30
export SYNTH_HDL_FRONTEND = slang
```
**constraint.sdc**
```tcl
current_design kairo_div

set clk_period 11.2
set clk_io_pct 0.2

create_clock -name clk0 -period $clk_period [get_ports {CLK}]

set non_clock_inputs [all_inputs -no_clocks]
set_input_delay [expr $clk_period * $clk_io_pct] -clock clk0 $non_clock_inputs
set_output_delay [expr $clk_period * $clk_io_pct] -clock clk0 [all_outputs]
```
**design.v**
```verilog
`default_nettype none
module kairo_div (
    input  wire        RST_N,
    input  wire        CLK,
    input  wire        INST_DIV,
    input  wire        INST_DIVU,
    input  wire        INST_REM,
    input  wire        INST_REMU,
    input  wire [31:0] RS1,
    input  wire [31:0] RS2,
    output wire        WAIT,
    output wire        READY,
    output wire [31:0] RD
);
  reg [1:0] state;
  localparam S_IDLE = 2'd0;
  localparam S_EXEC = 2'd1;
  localparam S_FIN = 2'd2;
  wire start;
  assign start = INST_DIV | INST_DIVU | INST_REM | INST_REMU;
  reg [31:0] dividend;
  reg [62:0] divisor;
  reg [31:0] quotient, quotient_mask;
  reg outsign;
  reg reg_inst_div, reg_inst_rem;
  always @(posedge CLK) begin
    if (!RST_N) begin
      state <= S_IDLE;
      dividend <= 0;
      divisor <= 0;
      outsign <= 0;
      quotient <= 0;
      quotient_mask <= 0;
      reg_inst_div <= 0;
      reg_inst_rem <= 0;
    end else begin
      case (state)
        S_IDLE: begin
          if (start) begin
            state <= S_EXEC;
            dividend <= ((INST_DIV | INST_REM) & RS1[31]) ? -RS1 : RS1;
            divisor[62:31] <= ((INST_DIV | INST_REM) & RS2[31]) ? -RS2 : RS2;
            divisor[30:0] <= 31'd0;
            outsign <= ((INST_DIV & (RS1[31] ^ RS2[31])) & |RS2) | (INST_REM & RS1[31]);
            quotient <= 32'd0;
            quotient_mask <= 32'h8000_0000;
            reg_inst_div <= INST_DIV | INST_DIVU;
            reg_inst_rem <= INST_REM | INST_REMU;
          end
        end
        S_EXEC: begin
          if (quotient_mask[0]) begin
            state <= S_FIN;
          end
          if (divisor <= dividend) begin
            dividend <= dividend - divisor;
            quotient <= quotient | quotient_mask;
          end
          divisor <= divisor >> 1;
          quotient_mask <= quotient_mask >> 1;
        end
        S_FIN: begin
          state <= S_IDLE;
        end
      endcase
    end
  end
  assign WAIT = (state != S_FIN) & start;
  assign READY = (state == S_FIN);
  assign RD    = (reg_inst_div)?((outsign)?-quotient:quotient):
      ((outsign)?-dividend:dividend);
endmodule   
`default_nettype wire
```
**run.sh**
```bash
#!/bin/bash
# OpenROAD 26Q1-2900-gdf79404cd8, Yosys 0.63+post, stock flow scripts
make -C /OpenROAD-flow-scripts/flow DESIGN_CONFIG=/design/flow/config.mk WORK_HOME=/design/flow/orfs finish
```
==> CHANGELOG.md <==
### Metrics

- Initial antenna violation count: 0
- Final instance area: 0.0137 sq mm
- Congestion Overflow GR: 0
- DRT Pass-1 Iters: 5
- Placed insts: 2134
- Crit Path Class: in2out
- Largest net degree at the start of global routing: 77
- Clock skew: 9.92 ps
- Max Fanout on Critical Path: 10
- GPL Wtd Cong: 0.987
- Std-Cell Core Area: 0.0380 sq mm
- ANT cells: 0
- Total track usage: 19.4%
- Startpoint Class: input port
- Yosys top cell by instances: nor2_1
- Cycle use final: 55.9%
- Worst R2R Start: dividend[29]$_SDFFE_PN0P_
- Dominant cell area share: 28.1%
- Mapped Area: 0.0117 sq mm
- Synth unique cells: 65
- Total number of vias: 11700
- Ys Warns: 0
- Dominant cells by area after synthesis: dfxtp_1, a21oi_1, ha_1
- PwrDens: 139 mW/mm^2
- # Max-Cap Violations: 0
- Worst slew margin: 38.7%
- Gate power share: 34.4%
- RSZ-0062 raised after global routing: no
- FF-to-FF End: dividend[22]$_SDFFE_PN0P_
- Area Overhead vs Synth: 17.6%
- Measured slew at the worst slew-check pin: 911 ps
- Fmax: 160 MHz
- Share of cells above drive strength 1: 4.89%
- Cts repair resizes: 0
- Die Size: 0.0397 sq mm
- Mean Syn Cell Area: 7.30 sq um
- Clk pin slew, worst setup/hold paths: 70 ps
- Share of power burned in registers: 34.6%
- Number of buffers added on ports: 103
- Clk network pwr share: 31.0%
- CTS tree: done
- Starting Density: 30.7%
- Post-Synthesis Cells: 1600
- Slowest-stage cell, CP: nor4_1
- CTS Buffer Depth: 2
- Postcts setup bufs: 0
- Sum Neg Setup Slack: 0 ps
- Worst Path Required: 8960 ps
- Final setup vio count: 0
- Synth Flop Type: dfxtp_1
- Psw: 0.000701 W
- Core Rows: 71
- Flip-flops with a built-in enable: 0
- Die width: 199 um
- Max H-tree Level: 4
- DRT iter0 DRCs: 963
- Insertion Delay late pin: 440 ps
- Final Hold Vio Count: 0
- Worst Hold Class: reg2reg
- Reg2reg setup slack: 7280 ps
- CP dominant cell by count: clkdlybuf4s50_1
- Final worst path period need: 6260 ps
- Pint: 0.00121 W
- Num CTS Buffers: 17
- Flops & latches, synth: 164
- Worst setup EP type: primary output
- Slowest stage delay, CP: 710 ps
- Routed WL: 37300 um
- Post-synth seq share: 28.1%
- Reg2reg path depth: 12
- Critical Path Source: INST_DIV
- Post-DP HPWL: 27800 um
- WP data arrival: 4020 ps
- Commonest cells in the netlist: nor2_1, a21oi_1, dfxtp_1
- Yosys chip area: 0.0117 sq mm
- IO Pins: 104
- Non-filler cells, final: 2166
- Area leader, netlist: dfxtp_1
- Post-CTS Hold Buffers: 0
- Lkg Pwr: 5.05 nW
- Vias in the first global route: 10300
- DRC Markers: 0
- Routed Antenna Nets: 0
- Die height: 199 um
- Post-Place Cell Area: 0.0132 sq mm
- Status: complete, no violations
- First-pass GRT wire length: 59100 um
- Drt wl/cell: 17.2 um
- Vias/cell: 5.40
- Yosys cell count: 1600
- CP Cell Sequence: clkdlybuf4s50_1 > nor4_1 > nor2_1 > clkdlybuf4s50_1
- Clock root buffer: clkbuf_16
- Clock sinks: 164
- Sw Ratio: 36.8%
- Tool warnings: 56
- Max IR drop VDD: 0.110 mV
- Last element of the critical path: WAIT
- Max Slew Vio Count: 0
- FFs w/ async S/R, synth: 0%
==> worst min-delay path by stage <==
| stage | from | endpoint | cells after the start |
|---|---|---|---|
| CTS | divisor[53]$_SDFFE_PN0P_ | divisor[53]$_SDFFE_PN0P_ | 2 |
| global route | divisor[44]$_SDFFE_PN0P_ | divisor[44]$_SDFFE_PN0P_ | 2 |
| finish | divisor[53]$_SDFFE_PN0P_ | divisor[53]$_SDFFE_PN0P_ | 2 |
==> metrics by stage <==
stage	total power, W	setup WS [ps]	utilization (%)	hold slack (ps)
floorplan	0.00108	6010	-	391
global placement	0.00131	4900	34.6	455
detailed placement	0.00132	4900	34.6	464
CTS	0.00191	4910	36.1	471
global route	0.00201	4680	36.1	491
finish	0.00191	4940	36.1	471
==> cell type report <==
cell class,count,area [sq um]
fill,3969,24300
multi-input combinational,1251,7730
sequential,164,3290
timing repair buffer,123,1180
tap,511,639
clock buffer,20,457
inverter,85,320
clock inverter,12,121
==> worst max-delay path, delay by kind of cell <==
family        cells  cell delay [ps]
buf+inv           2              990
simple gates      2              790
==> power groups by stage <==
stage,clock network [W],logic (W),registers [W]
after CTS,0.000601,0.000650,0.000658
after global routing,0.000626,0.000723,0.000664
final,0.000591,0.000656,0.000659
==> metal layers <==
metal / vias up / track usage [%] / wire length (um)
li1: 5828 / - / -
met1: 5403 / 32.2 / 19100
met2: 443 / 26.2 / 14800
met3: 19 / 4.25 / 3100
met4: 0 / 1.53 / 327
met5: - / 0 / 0
==> placed cells by master (no fill, tap or decap), types with 5 or more instances in the layout <==
cell / instances
nor2_1: 184
a21oi_1: 173
dfxtp_1: 161
nand2_1: 150
o21ai_0: 123
clkdlybuf4s50_1: 103
inv_1: 84
ha_1: 67
xnor2_1: 66
a22oi_1: 63
nand3_1: 52
xor2_1: 40
a211oi_1: 30
nor3_1: 23
or3_1: 22
o31ai_1: 20
buf_4: 20
nor4_1: 19
a21o_1: 19
a31oi_1: 18
nand4_1: 17
clkbuf_16: 17
o41ai_1: 13
or4_1: 12
o211ai_1: 12
mux2i_1: 11
nor2b_1: 7
and3_1: 7
o21bai_1: 7
or2_2: 6
nor3b_1: 6
nand3b_1: 6
nand2b_1: 6
a21boi_0: 5
a2111oi_0: 5
o21a_1: 5
==> cell families after synthesis <==
kind of cell | synth area share [%]
AND/OR/NAND/NOR | 21.7
AND-OR/OR-AND | 27.8
buffers and inverters | 5.98
flip-flops | 28.1
XOR/XNOR | 7.95
adder cells (fa/ha/maj) | 7.35
multiplexers | 1.14
==> sequential cells by signal, indices dropped and copies added (netlist names) <==
register / flops
state: 3
quotient: 32
divisor: 63
outsign: 1
dividend: 32
quotient_mask: 32
reg_inst_div: 1
Power figures rest on the tool's default switching activity, not on a simulated workload.
